$ cat design.v
module ola_trigger_countdown(reset, clock,
							 in_valid,
							 in_run,
							 in_setup,
							 in_value,
							 out_expired
							 );
   parameter width = 32;
   input reset, clock;
   input             in_valid;
   input             in_run;
   input             in_setup;
   input [width-1:0] in_value;
   output 			 out_expired;
   reg [width-1:0] counter;
   reg 			   expired;
   wire 		   out_expired = expired;
   always @(posedge clock or posedge reset)
	 if(reset)
	   begin
		  counter <= 0;
		  expired <= 0;
	   end
	 else
	   if(in_valid && in_run)
		 begin
			if(counter == 1)
			  expired <= 1;
			else
			  expired <= 0;
			if(in_setup)
			  counter <= in_value;
			else
			  counter <= counter - 1;
		 end
endmodule  
$ cat run.sh
#!/bin/bash
# OpenROAD 26Q1-2900-gdf79404cd8, Yosys 0.63+post, stock flow scripts
make -C /OpenROAD-flow-scripts/flow DESIGN_CONFIG=/design/flow/config.mk WORK_HOME=/design/flow/orfs finish
$ cat config.mk
export PLATFORM = sky130hd
export DESIGN_NAME = ola_trigger_countdown
export DESIGN_NICKNAME = ola_trigger_countdown
export VERILOG_FILES = /design/flow/design.v
export SDC_FILE = /design/flow/constraint.sdc
export NUM_CORES = 4
export LEC_CHECK = 1
export CORE_UTILIZATION = 50
$ cat constraint.sdc
current_design ola_trigger_countdown

set clk_period 3.8
set clk_io_pct 0.2

create_clock -name clk0 -period $clk_period [get_ports {clock}]

set non_clock_inputs [all_inputs -no_clocks]
set_input_delay [expr $clk_period * $clk_io_pct] -clock clk0 $non_clock_inputs
set_output_delay [expr $clk_period * $clk_io_pct] -clock clk0 [all_outputs]
==> ds_physical_params.txt <==
Implementation parameters

Parameter                              Value

Floorplan
  Placeable core area .................. 0.004444 mm^2
  FP Util .................. 0.5343
  Number of I/O pins .................. 38
  Overall chip area .................. 0.005029 mm^2
  Num rows .................. 24
  Vertical extent of the die .................. 70.92 um
  Die Wd .................. 70.92 um

Route
  Routed length per placed instance .................. 16.84 um
  ANT cells .................. 0
  Vias per std cell .................. 6.282
  Final routed wirelength across all metal layers .................. 6516 um
  Number of iterations in the first detailed-routing pass .................. 10
  Total via count in the routed design .................. 2431
  Detailed-route DRC error count .................. 0
  First DRT Iteration DRCs .................. 265
  Antenna-violating nets left .................. 0

STA
  Setup TNS .................. 0 ns
  Worst-case clock skew .................. 0.009271 ns
  RSZ-0062 raised after global routing .................. false
  Maximum frequency from static timing analysis .................. 381.0 MHz
  Final tally of hold violations .................. 0
  Hold_ws .................. 0.4844 ns
  Headroom to the max-slew limit .................. 0.4146
  Final-report setup violation count .................. 0
  Min Clock Period, post-route .................. 2.625 ns
  Worst-Margin Slew .................. 0.8714 ns
  Final Cycle Share .................. 0.6907
  Number of max-slew violations in the final report .................. 0

Clock tree
  Clock latency on the worst-skew pair .................. 0.29 ns
  TritonCTS clock tree .................. done
  Clock transition time at the flip-flop clock pins of the worst setup and hold paths .................. 0.07 ns
  Clk sink count .................. 33
  Buffer type at the clock tree root .................. clkbuf_8
  Post-CTS Hold Buffers .................. 0
  Clock tree buffer depth .................. 2
  Post-CTS Setup Inserts .................. 0
  Count of cells resized by post-cts repair .................. 0
  H-tree levels .................. 2
  Number of clock buffers inserted by TritonCTS .................. 5

Final layout
  Count of fill cells added during filler insertion .................. 411
  Layout-stage area growth over the synthesis result .................. 22.02%
  Final core utilization .................. 0.6520
  Fraction of final layout cells with drive strength greater than 1 .................. 0.07164
  Final std cell area, no fill .................. 0.002898 mm^2

Yosys
  Most instantiated library cell after synthesis .................. dfrtp_1
  Number of standard cells reported by yosys .................. 306
  Mean instance size in the synthesized netlist .................. 7.761 um^2
  Primary flip-flop cell chosen by synthesis mapping .................. dfrtp_1
  Asr flop ratio synth .................. 1.000
  Area of the synthesized netlist per yosys stat .................. 0.002375 mm^2
  Sequential area share after synthesis .................. 0.3477
  Synth flops .................. 33
  Mapped Area .................. 0.002375 mm^2
  Top cell type's share of synthesized area .................. 0.3477
  Syn Inst Count .................. 306
  Synth unique cells .................. 52
  Synth area leader .................. dfrtp_1
  Ys Warns .................. 1
  Commonest cells in the netlist .................. 33 x dfrtp_1, 30 x nor3_1, 23 x nand3_1, 23 x nor2_1, 22 x clkbuf_1
  Flip-flops with a built-in enable .................. 0
  Top area cell types .................. dfrtp_1 35%, nor3_1 6.3%, nand3_1 4.8%

GRT
  Global-route total usage across every layer .................. 0.2891
  Aggregate global routing overflow .................. 0
  Antenna violations before repair .................. 0
  First-pass GRT wire length .................. 11210 um
  Vias in the first global route .................. 2274
  Maximum number of pins on one net before global-route repair .................. 44

Power
  Power Dens Cells .................. 383.6 mW/mm^2
  Peak ir drop on the vdd network .................. 0.0002139 V
  Standby leakage power .................. 1.085 nW

Flow run
  Max-capacitance violation count .................. 0
  Count of tool warnings .................. 28

Worst setup path
  Cell-by-cell trace of the critical path .................. or4_1 > or4_4 > o311a_1 > a311o_1
  Dominant delay contributor by cell family on the critical path .................. simple AND/OR/NAND/NOR gates
  Worst Setup End Kind .................. register
  CP max FO .................. 11
  Type of the setup path with the least slack .................. reg -> reg
  Required arrival time at the worst endpoint .................. 3.98 ns
  Stage delay of the slowest cell on the critical path .................. 0.77 ns
  Worst path buffer plus inverter count .................. 0
  Worst Path Arrival .................. 2.80 ns
  Slowest stage cell on the critical path .................. or4_1
  Nature of the critical path startpoint .................. register

Placed design
  Detailed Place HPWL .................. 4309 um
  Number of buffers inserted by port buffering .................. 37
  Instance area at placement .................. 0.002778 mm^2
  GP Congestion .................. 0.8580

Worst hold path
  Min-delay worst type .................. reg -> reg

Status
  Outcome .................. finished clean
[where the power goes]
part | internal, W | switching (W)
combinational | 0.000128 | 0.000151
sequential | 0.000405 | 0.0000753
clock | 0.000213 | 0.000139
[path summary, 6_finish.rpt]
path	cells after the start	startpoint	slack, ns	end
worst min-delay path	2	expired	0.48	expired
worst max-delay path	4	counter[2]	1.18	counter[25]
min in group asynchronous	3	reset	0.88	counter[3]
worst max register to register	4	counter[2]	1.18	counter[25]
worst min register to register	2	expired	0.48	expired
max in group asynchronous	3	reset	2.60	counter[24]
[placed cells by master, fill, tap and decap left out, types with 10 or more instances in the layout]
master,instances
clkdlybuf4s50_1,36
inv_1,10
dfrtp_1,33
a21oi_1,20
nor4_1,12
o21ai_0,18
nor2_1,23
nor3_1,30
nand3_1,23
nand2_1,20
[layer usage]
| layer | track usage | up-vias | part of all wire |
|---|---|---|---|
| met3 | 0.04480 | 10 | 0.064 |
| met4 | 0.03111 | 0 | 0.014 |
| met2 | 0.4316 | 83 | 0.43 |
| li1 | - | 1223 | - |
| met1 | 0.4789 | 1115 | 0.49 |
| met5 | 0 | - | 0 |
[tightest hold or removal path, stage by stage (launching register included)]
cell and delay, ns:
dfrtp_1 0.34, nand2_1 0.04, o21ai_0 0.06
[logic make-up after synthesis]
| family | Yosys count | share of synthesized area |
|---|---|---|
| muxes | 2 | 0.008957 |
| DFF | 33 | 0.3477 |
| adders and majority gates | 2 | 0.01054 |
| and+or+nand+nor | 157 | 0.3598 |
| buffers and inverters | 36 | 0.05743 |
| AOI/OAI and AO/OA | 76 | 0.2155 |
[stage by stage]
| stage | total power [W] | setup WS (ns) | instances |
|---|---|---|---|
| 2_1_floorplan | 0.0006537 | 1.458 | 306 |
| 3_3_place_gp | 0.0007569 | 1.182 | 379 |
| 3_5_place_dp | 0.0007601 | 1.135 | 379 |
| 4_1_cts | 0.001118 | 1.188 | 387 |
| 5_1_grt | 0.001181 | 1.124 | 387 |
| 6_report | 0.001112 | 1.175 | 387 |
[flip-flops by register name, summed over array words and instances, names as in the netlist]
register / cells
counter: 32
expired: 1
[final cells by class]
cell class	instances	area, um^2	area share
flip-flops and latches	33	825.8	0.2850
repair buffers	46	432.9	0.1494
multi-input cells	237	1413	0.4875
clock buffers	6	82.58	0.02850
well taps	52	65.06	0.02245
inverters	11	41.29	0.01425
clock inverters	2	37.54	0.01295
No activity file was given, so power comes from the tool's default toggle rates.
